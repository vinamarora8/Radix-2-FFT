### run.sh
#!/bin/bash
# OpenROAD 26Q1-2900-gdf79404cd8, Yosys 0.63+post, stock flow scripts
make -C /OpenROAD-flow-scripts/flow DESIGN_CONFIG=/design/flow/config.mk WORK_HOME=/design/flow/orfs finish
### constraint.sdc
current_design mem_check

set clk_period 2.5
set clk_io_pct 0.2

create_clock -name clk0 -period $clk_period [get_ports {clk}]

set non_clock_inputs [all_inputs -no_clocks]
set_input_delay [expr $clk_period * $clk_io_pct] -clock clk0 $non_clock_inputs
set_output_delay [expr $clk_period * $clk_io_pct] -clock clk0 [all_outputs]
### config.mk
export PLATFORM = sky130hd
export DESIGN_NAME = mem_check
export DESIGN_NICKNAME = mem_check
export VERILOG_FILES = /design/flow/design.v
export SDC_FILE = /design/flow/constraint.sdc
export NUM_CORES = 4
export LEC_CHECK = 1
export CORE_AREA = 10 10 93 93
export DIE_AREA = 0 0 103 103
### design.v
module D_latch(clk, d, p, c, q);
input clk, d, p, c;
output reg q;
initial
	q <= 1'b0;
always @(posedge clk)
begin
	if (~p)
		q <= 1'b1;
	else if (~c)
		q <= 1'b0;
	else
		q <= d;
end
endmodule 
module clock_delay(clk, data, clr, q);
parameter width=1;
parameter cycles=1;
input clk, clr;
input [width-1 : 0] data;
output [width-1 : 0] q;
reg [width-1 : 0] D[0 : cycles-1];
generate
	genvar i;
	for (i=0; i < cycles; i=i+1)
	begin : gen1
		initial
			D[i] = {width{1'b0}};
	end
endgenerate
assign q = D[cycles-1][width-1 : 0];
generate
	for (i=cycles-1; i>0; i=i-1)
	begin : gen2
		always @(posedge clk)
		begin
			D[i] = D[i-1];
			if (clr)
				D[i] = {width{1'b0}};
		end
	end
endgenerate
always @(posedge clk)
begin
	D[0] = data;
	if (clr)
		D[0] = {width{1'b0}};
end
endmodule
module counter_5b(
	input clk,
	input sclr,
	output [4:0] out,
	output cout
	);
	reg [5:0] count;
	initial
		count = 6'b000000;
	assign out = count[4:0];
	assign cout = count[5];
	always @(posedge clk)
	begin
		if (sclr == 1'b1)
			count = 6'b000000;
		else
			count = count + 1'b1;
	end
endmodule
module mem_check(clk, start_comp, mema_data, memb_data, mem_address, q, comp_done);
input clk;
input start_comp;
input [63:0] mema_data, memb_data;
output [4:0] mem_address;
output q, comp_done;
wire d_start_comp;
D_latch start_comp_delay(
	.clk(clk),
	.d(start_comp),
	.p(1'b1),
	.c(1'b1),
	.q(d_start_comp)
	);
wire start_pulse = start_comp & (~d_start_comp);
wire running;
wire address_counter_cout;
sync_SR_latch run_controller(
	.clk(clk),
	.s(start_pulse),
	.r(address_counter_cout),
	.p(1'b1),
	.c(1'b1),
	.q(running)
	);
counter_5b address_counter(
	.clk(clk),
	.sclr(~running),
	.out(mem_address),
	.cout(address_counter_cout)
	);
sync_SR_latch comp_latch(
	.clk(clk),
	.s(start_pulse),
	.r(~(mema_data == memb_data)),
	.p(~start_pulse),
	.c(1'b1),
	.q(q)
	);
wire d_running;
clock_delay #(1, 3) comp_done_delay(
	.clk(clk),
	.data(running),
	.clr(1'b0),
	.q(d_running)
	);
assign comp_done = ~(running | d_running);
endmodule 
module sync_SR_latch(clk, s, r, p, c, q);
input clk, s, r, p, c;
output reg q;
initial
	q = 1'b0;
always @(posedge clk)
begin
	if (~p)
		q <= 1'b1;
	else if (~c)
		q <= 1'b0;
	else if (s)
		q <= 1'b1;
	else if (r)
		q <= 1'b0;
end
endmodule
==> impl_metrics.py <==
# Physical implementation metrics
metrics = {
    "synth": {
        "adder_share_pct": 1.04,
        "syn_area_mm2": 0.00121,
        "ys_sh_mux_pct": 0,
        "ys.flops": 12,
        "ys.flop_type": "dfxtp_1",
        "synthArstFlopShare_pct": 0,
        "synth.distinct_cells": 28,
        "syn_avg_cell_area_um2": 8.10,
        "synthCells": 149,
        "xor_area_share_pct": 29.8,
        "aoi_share_pct": 13.6,
        "yosys_cells": 149,
        "simple_gate_area_share_pct": 29.8,
        "topCombFamilyByArea": "simple AND/OR/NAND/NOR gates",
        "synth_chip_area_mm2": 0.00121,
        "yosysSeqAreaShare_pct": 19.9,
        "synth-edff-count": 0,
        "yosys_warnings": 5,
    },
    "die": {
        "fp.dieH_um": 103,
        "die-area_mm2": 0.0106,
        "fp.dieW_um": 103,
        "fp_util_pct": 17.9,
        "io_pins": 137,
        "core-area_mm2": 0.00676,
        "placementRows": 30,
    },
    "placed_design": {
        "place_congestion": 0.805,
        "hpwl_um": 5100,
        "pre_cts_slack_ns": 0.404,
        "placedCellCount": 365,
        "io_buffers": 136,
    },
    "timing": {
        "setup_viol": 0,
        "tightest_slew_ns": 0.455,
        "worst_slack_ns": 0.669,
        "clock.fmax_mhz": 546,
        "rsz0062_at_grt": "no",
        "finalHoldViolCount": 0,
        "finalCritPeriodShare_pct": 73.2,
        "setup_tns_ns": 0,
        "slew_violations": 0,
        "relSlewSlack_pct": 69.4,
        "hold_ws_ns": 0.324,
        "skew_ns": 0.00217,
        "period_needed_ns": 1.83,
    },
    "cts": {
        "postCtsSetupBuffers": 0,
        "cts_tree": "built",
        "clk_pin_slew_ns": 0.05,
        "clockBufferDepth": 2,
        "cts_buffers": 3,
        "cts_hold_buf": 0,
        "post_cts_resized": 0,
        "htreeDepth": 1,
        "cts.sinks": 12,
        "clk_latency_ns": 0.23,
        "cts-root-buf": "clkbuf_8",
    },
    "drt": {
        "first_pass_iters": 4,
        "drtIter0Drc": 30,
        "wl_per_cell_um": 14.5,
        "drc": 0,
        "vias": 1494,
        "drt-total-wl_um": 5350,
        "diodes": 0,
        "via_per_inst": 4.06,
        "ant_nets": 0,
    },
    "run": {
        "cap_violations": 0,
        "warnings": 25,
    },
    "critical_path": {
        "cp-end-kind": "flip-flop",
        "worstPathRequired_ns": 2.66,
        "start_kind": "primary input",
        "arrival_ns": 1.99,
        "cp_max_fo": 2,
        "path_class": "primary input to flip-flop",
    },
    "global_route": {
        "grt-ovfl-total": 0,
        "grt_first_pass_wirelength_um": 7990,
        "antenna_found_initial": 0,
        "top_usage_layer": "met2",
        "grt_util_met1_pct": 10.8,
        "gr-usage-met2_pct": 16.3,
        "grt_util_met3_pct": 5.48,
        "grt_pass1_vias": 1669,
        "grt_use_total_pct": 9.64,
        "grt_max_degree": 7,
    },
    "cells_and_area": {
        "area_delta_synth_final_pct": 125,
        "drive_above_1_share_pct": 2.78,
        "final_cells": 368,
    },
    "power": {
        "power_uw": 954,
        "switchingPower_uw": 239,
        "p_per_area_mw_per_mm2": 352,
        "power.share.clock_pct": 17.4,
        "power_frac_seq_pct": 31.9,
        "sw_frac_of_total_pct": 25.1,
        "intPower_uw": 715,
        "p_leak_uw": 0.000993,
        "vdd_ir_drop_max_mv": 0.147,
        "power_frac_comb_pct": 50.8,
    },
    "hold_path": {
        "hp-class": "flip-flop to flip-flop",
    },
    "outcome": {
        "status": "complete, no violations",
    },
}
[worst paths after layout]
kind	to	cells after the start	startpoint	slack [ns]
setup / recovery	comp_latch.q	6	mema_data[26]	0.67
hold reg to reg	comp_done_delay.D[1]	0	comp_done_delay.D[0]	0.32
setup reg to reg	comp_latch.q	4	comp_latch.q	1.26
hold / removal	comp_done_delay.D[1]	0	comp_done_delay.D[0]	0.32
[state kept, by name (all words and copies together), names as in the netlist]
name	flops
start_comp_delay.q	1
comp_latch.q	1
run_controller.q	1
address_counter.count	6
comp_done_delay.D	3
[final cells by class]
| type | instances | area, um2 |
|---|---|---|
| Fill cell | 695 | 4050 |
| Timing Repair Buffer | 136 | 1360 |
| Multi-Input combinational cell | 118 | 895 |
| Sequential cell | 12 | 240 |
| Tap cell | 80 | 100 |
| Inverter | 19 | 71.3 |
| Clock buffer | 3 | 41.3 |
[Yosys cell counts (all sizes together), types with 5 or more instances]
master	count	area, um2
nand2b	14	87.6
dfxtp	12	240
inv	17	63.8
nand4	9	56.3
xnor2	36	315
nor2b	13	88.8
xor2	5	43.8
nor4	6	58.8
o22ai	6	37.5
nor2	6	22.5
[worst max-delay path, cell delays in order]
cell and delay, ns:
clkdlybuf4s50_1 0.41, nor2b_1 0.14, a2111o_1 0.42, nor4_2 0.25, nand4_1 0.12, o21ai_1 0.15
[routing by layer]
layer	part of all wire (%)	vias up
li1	-	796
met1	37	609
met2	47	87
met3	16	2
met4	0.49	0
met5	0	-
[kinds of logic (layout without fill, tap and decap cells)]
kind of cell | count (synthesis) | after routing
buffers and inverters | 19 | 158
AND/OR/NAND/NOR | 56 | 56
adder cells (fa/ha/maj) | 1 | 1
AND-OR/OR-AND | 20 | 20
flip-flops | 12 | 12
XOR/XNOR | 41 | 41
[placed cells by master, fill, tap and decap left out, drive strengths merged, types with 2 or more instances in the layout]
| master | n |
|---|---|
| o22ai | 6 |
| xnor2 | 36 |
| o2111ai | 4 |
| nor2 | 6 |
| inv | 17 |
| nand3 | 4 |
| nand4 | 9 |
| nand2b | 14 |
| o21ai | 2 |
| dfxtp | 12 |
| a2111o | 4 |
| clkdlybuf4s50 | 136 |
| clkinv | 2 |
| a22o | 2 |
| nor2b | 13 |
| nor4 | 6 |
| clkbuf | 3 |
| xor2 | 5 |
[power by group through the flow]
stage	combinational, uW	clock, uW	sequential (uW)
after CTS	494	173	306
after global routing	535	190	315
final	484	166	304
[through the flow]
step,util [%],instance area [um2]
floorplan,-,1210
global placement,39.5,2670
detailed placement,39.5,2670
CTS,40.1,2710
global route,40.1,2710
finish,40.1,2710
Power is estimated from default activity; no workload was simulated.
